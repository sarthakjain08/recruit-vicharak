<file path="flow/design.v">
module CPU_19_bit(
input clk, reset,
output [18:0] PC,
input [18:0] Instr,
output [18:0] Mem_wr_addr, Mem_wr_data,
input [18:0] ReadData
);
wire [18:0] Result;
wire RegWrite, Zero, PcSrc, Jump;
wire [1:0] ResultSrc, ImmSrc;
wire [2:0] ALUControl;
wire L;
main_decoder controller(
    .op(Instr[3:0]),
    .func3(Instr[10:8]),
    .ResultSrc(ResultSrc),
    .MemWrite(MemWrite), 
    .RegWrite(RegWrite),
    .Zero(Zero), 
    .Jump(Jump),
    .ImmSrc(ImmSrc),
    .L(L),
    .PcSrc(PcSrc),
    .alu_ctrl(ALUControl)
);
datapath Datapath(
    .clk(clk), 
    .reset(reset),
    .ResultSrc(ResultSrc),
    .PcSrc(PcSrc), 
    .RegWrite(RegWrite),
    .ImmSrc(ImmSrc),
    .L(L),
    .ALUControl(ALUControl),
    .Zero(Zero),
    .PC(PC),
    .Instr(Instr),
    .Mem_wr_addr(Mem_wr_addr),
    .Mem_wr_data(Mem_wr_data),
    .ReadData(ReadData)
);
endmodule
module adder(
input [18:0] a,b,
output [18:0] sum
);
    assign sum = a+b;
endmodule
module alu(
    input [18:0] a, b,           
    input [2:0] alu_ctrl,        
    output reg [18:0] alu_out,    
    input L,                        
    output zero                  
    );
always @(a,b,alu_ctrl) begin
    case(alu_ctrl)
    3'b000 : alu_out <= a + b ;      
    3'b001 : alu_out <= a - b ;      
    3'b010 : alu_out <= a * b ;      
    3'b011 : alu_out <= a / b ;      
    3'b100 : alu_out <= a & b ;      
    3'b101 : alu_out <= a | b ;      
    3'b110 : alu_out <= a ^ b ;      
    default: alu_out = 0;            
    endcase
    if(L==1)
    begin
        case(alu_ctrl)
        3'b000 : alu_out <= a + 1;      
        3'b001 : alu_out <= a - 1;       
        3'b010 : alu_out <= ~a;          
        endcase
     end
end
assign zero = (alu_out==0) ? 1'b1 : 1'b0;
endmodule
module datapath(
    input clk,reset,
    input [1:0] ResultSrc,
    input PcSrc, RegWrite,
    input [1:0] ImmSrc,
    input L,
    input [3:0] ALUControl,
    output Zero,
    output [18:0] PC,
    input [18:0] Instr,
    output [18:0] Mem_wr_addr, Mem_wr_data,
    input [18:0]ReadData
);
    wire [18:0] PCNext, PCPlus1, PCTarget;
    wire [18:0] ImmExt, SrcA, SrcB, WriteData, ALUResult, readDataMem;
    wire [18:0] Result;
    wire [18:0] temp;
assign Mem_wr_data = WriteData;   
    reset_ff pcreg(clk, reset, PCNext, PC);
    adder pcadd1(PC, 19'd1, PCPlus1);
    mux2 pcmux(PCPlus1, ImmExt, PcSrc, PCNext);
    reg_file rf(clk, RegWrite, Instr[7:4], Instr[14:11], Instr[18:15], Result, SrcA, WriteData);
    imm_extend immExt(Instr[18:4], ImmSrc, ImmExt);
    alu ALU(SrcA, SrcB, ALUControl, ALUResult, L, Zero);
    mux4 resultMux(ALUResult, PCPlus1, ReadData, temp, ResultSrc, Result);
    assign Mem_wr_addr = {{8{Instr[14]}}, Instr[14:4] };
 endmodule
module imm_extend(
input [18:0] instr,
input [1:0] immsrc,
output reg [18:0] immext
);
always@(*)
begin
    case(immsrc)
    2'b00: immext = {{4{instr[18]}}, instr[18:4] };
    2'b01: immext = {{15{instr[10]}}, instr[7:4] };
    endcase
end
endmodule
module main_decoder(
input [3:0] op,
input [3:0] func3,
output [1:0] ResultSrc,
output MemWrite, RegWrite, Zero, Jump,
output [1:0] ImmSrc,
output L,
output PcSrc,
output [2:0] alu_ctrl
);
wire Branch;
reg Take_Branch;
reg [11:0] controls;
always@(*)
begin
    case(op)
    4'b0000: controls = {9'b1_00_0_00_0_0_0, alu_ctrl};      
    4'b0001: controls = {9'b1_00_0_00_0_1_0, alu_ctrl};      
    4'b0100: controls = {12'b0_01_0_00_1_0_0_000};           
    4'b0011: controls = {12'b0_01_0_00_0_1_0_000};           
    4'b0111: controls = {12'b1_00_0_10_0_0_0_000};           
    4'b1000: controls = {12'b0_00_1_00_0_0_0_000};           
    endcase
    Take_Branch = 0;
    if(Branch) begin
    case(func3)
    3'b000: Take_Branch = Zero;      
    3'b001: Take_Branch = ~Zero;     
    endcase
    end
end
assign PcSrc = (Branch & Take_Branch) | Jump;
assign {RegWrite, ImmSrc, MemWrite, ResultSrc, Branch, Jump, L, alu_ctrl} = controls;
endmodule
module mux2(
input [18:0] d0, d1,
input sel,
output [18:0] y
);
assign y = sel ? d1 : d0;
endmodule
module mux4(
input [18:0] d0, d1, d2, d3,
input [1:0] sel,
output [18:0] y
    );
    assign y = sel[1] ? (sel[0] ? d3 : d2) : (sel[0] ? d1 : d0);
endmodule
module reg_file(
    input clk,
    input wr_en,
    input [3:0] rd_addr1, rd_addr2, wr_addr,
    input [18:0] wr_data,
    output [18:0] rd_data1, rd_data2
);
reg [18:0] reg_file_arr [0:15];
integer i;
initial
    begin
    for(i=0; i<16; i=i+1) begin
        reg_file_arr[i]=0;
        end
     end
 always@(posedge clk) begin
 if(wr_en) reg_file_arr[wr_addr] <= wr_data;
 end
 assign rd_data1 = (rd_addr1 != 0) ? reg_file_arr[rd_addr1] : 0;
 assign rd_data2 = (rd_addr2 != 0) ? reg_file_arr[rd_addr2] : 0;
endmodule
module reset_ff(
input clk, rst,
input [18:0] d,
output reg [18:0] q
);
always@(posedge clk or posedge rst)
    begin
        if(rst) q <= 0;
        else q <= d;
    end
endmodule
</file>
<file path="flow/run.sh">
#!/bin/bash
# OpenROAD 26Q1-2900-gdf79404cd8, Yosys 0.63+post, stock flow scripts
make -C /OpenROAD-flow-scripts/flow DESIGN_CONFIG=/design/flow/config.mk WORK_HOME=/design/flow/orfs finish
</file>
<file path="flow/config.mk">
export PLATFORM = sky130hd
export DESIGN_NAME = CPU_19_bit
export DESIGN_NICKNAME = CPU_19_bit
export VERILOG_FILES = /design/flow/design.v
export SDC_FILE = /design/flow/constraint.sdc
export NUM_CORES = 4
export LEC_CHECK = 1
export CORE_UTILIZATION = 40
</file>
<file path="flow/constraint.sdc">
current_design CPU_19_bit

set clk_period 6.4
set clk_io_pct 0.2

create_clock -name clk0 -period $clk_period [get_ports {clk}]

set non_clock_inputs [all_inputs -no_clocks]
set_input_delay [expr $clk_period * $clk_io_pct] -clock clk0 $non_clock_inputs
set_output_delay [expr $clk_period * $clk_io_pct] -clock clk0 [all_outputs]
</file>
==> impl_metrics.yaml <==
# implementation run metrics
clock_network:
  clock_path_buffers: 3
  post_cts_buffers: 0
  cts_tree: "done"
  path_clk_slew_ns: 0.06
  postCtsHoldBufs: 0
  cts_buffers: 36
  clock_latency_ns: 0.54
  ctsRootBufferMaster: "clkbuf_16"
  h-tree-depth: 2
  cts-resized-gates: 0
sta:
  fin_skew_ns: 0.0257
  rsz0062_at_grt: "false"
  setup_viol: 0
  whs_ns: 0.577
  untimed_endpoints: 5
  fmax_mhz: 199
  fin_tns_setup_ns: 0
  period_used_share: 0.786
  unclocked_regs: 5
  finalCriticalPeriod_ns: 5.03
  drv_slew: 0
  finalHoldViolCount: 0
  worstMarginPinSlew_ns: 0.775
  slew_headroom: 0.483
layout:
  final_cell_mix: "edfxtp_1 (304), mux4_2 (145), clkdlybuf4s50_1 (90)"
  final_area_um2: 18600
  syn2layout_area_growth_pct: 17.4
  final_cells: 1547
  layout_top_cell: "edfxtp_1"
  drive_above_1_share: 0.278
  fillers: 3223
flow_run:
  cap_viol_max_count: 0
  tool_warnings: 25
logic_synthesis:
  flop_cell: "edfxtp_1"
  enable_flop_cells: 304
  ys_async_sr_fraction: 0.0579
  synth_area_um2: 15800
  synth_area_leader_cell: "edfxtp_1"
  yosys_cells: 901
  synth_flop_count: 328
  yosysWarnings: 48
  synthCells: 901
  syn_avg_cell_area_um2: 17.6
  area_leaders: "edfxtp_1 (58%), mux4_2 (21%), mux2i_1 (3.2%)"
  synth_cell_types: 56
  yosysChipArea_um2: 15800
  netlist.area_leader.share: 0.576
detailed_routing:
  initialDrtViolationCount: 510
  n_antenna_cell: 0
  wl_per_cell_um: 27.4
  drc: 0
  dr.pass1.iters: 5
  antenna_left: 0
  num_vias: 9088
  drt-total-wl_mm: 42.4
  viasPerCell: 5.87
global_route:
  antenna_found_initial: 0
  grt_max_degree: 47
  grt_pass1_wl_mm: 63.4
  grt_pass1_vias: 10100
  overflow: 0
  track_usage: 0.236
pwr:
  vdd_drop_max_uv: 195
  power_density_nw_per_um2: 282
  p_leak_nw: 6.09
  power.total_w: 0.00523
floorplan:
  floorplan.core_util: 0.408
  die_x_um: 201
  core.rowCount: 72
  die.size.y_um: 201
  die_area_um2: 40400
  io_pins: 97
  coreArea_um2: 38800
worst_setup_path:
  arrival_ns: 3.75
  endpoint_kind: "primary output"
  crit_type: "input pin to primary output"
  crit_path_max_fanout: 34
  cp.required_ns: 5.12
  start_kind: "input pin"
placed_design:
  post_dp_cell_area_um2: 17400
  io_buffers: 96
  gp_congestion: 0.848
  hpwlAfterDp_mm: 25.2
  placedCellCount: 1481
worst_hold_path:
  hold_path_class: "flip-flop to flip-flop"
status:
  status: "complete, no violations"
==> cells by family (layout without fill, tap and decap cells) <==
family	count (synthesis)	count (layout)	share of synthesized area
buf+inv	88	216	0.0309
compound gates	100	100	0.0442
mux	213	213	0.251
latches	5	5	0.00474
xor+xnor	19	19	0.0105
fa+ha+maj	1	1	0.000790
simple gates	152	152	0.0520
flops	323	323	0.606
==> state kept, by name, summed over array words and instances, names as in the netlist <==
signal and cells:
Datapath.rf.reg_file_arr 304, controller.controls 5, Datapath.pcreg.q 19
==> through the flow <==
stage               setup slack (ns)   util
CTS                             1.33  0.479
global placement                1.31  0.448
global route                    1.24  0.479
detailed placement              1.35  0.448
floorplan                       1.48      -
finish                          1.37  0.479
==> worst max-delay path, cell delays in order <==
cell             delay [ns]
buf_4                  0.41
buf_12                 0.35
mux4_2                 0.56
mux4_2                 0.53
nor2b_1                0.16
clkdlybuf4s50_1        0.41
==> where the power goes <==
| group | internal [W] | switching [W] | total (W) |
|---|---|---|---|
| Clock | 0.00125 | 0.000841 | 0.00209 |
| Combinational | 0.000327 | 0.000314 | 0.000640 |
| Sequential | 0.00244 | 0.0000639 | 0.00251 |
==> cell type report <==
class | instances | area (um2) | share of cell area
timing repair buffer | 138 | 1290 | 0.0696
inverter | 12 | 45.0 | 0.00242
clock buffer | 41 | 920 | 0.0495
sequential | 328 | 9680 | 0.521
multi-input combinational | 485 | 5730 | 0.308
tap | 518 | 648 | 0.0349
clock inverter | 25 | 279 | 0.0150
==> Yosys cell counts (18+ instances only) <==
library cell and n:
clkbuf_1 27, nor2b_1 26, mux4_2 145, a221oi_1 18, o21ai_0 20, buf_4 21
nand2_1 27, edfxtp_1 304, a21oi_1 19, dfrtp_1 19, nor2_1 33, mux2i_1 50
==> path summary, 6_finish.rpt <==
check | from | endpoint | slack (ns) | depth (start not counted)
max | Instr[11] | Mem_wr_data[7] | 1.37 | 6
min | Datapath.pcreg.q[18]$_DFF_PP0_ | Datapath.pcreg.q[18]$_DFF_PP0_ | 0.58 | 2
max reg2reg | Datapath.rf.reg_file_arr[6][16]$_DFFE_PP_ | Datapath.pcreg.q[6]$_DFF_PP0_ | 3.20 | 8
min reg2reg | Datapath.pcreg.q[18]$_DFF_PP0_ | Datapath.pcreg.q[18]$_DFF_PP0_ | 0.58 | 2
max in group asynchronous | reset | Datapath.pcreg.q[6]$_DFF_PP0_ | 4.73 | 2
min in group asynchronous | reset | Datapath.pcreg.q[2]$_DFF_PP0_ | 1.19 | 2
==> layer usage <==
layer	global-route usage	share of wire	vias to the layer above	wire [um]
met1	0.305	0.35	4504	14800
met4	0.0461	0.024	4	1030
li1	-	-	3939	-
met3	0.162	0.16	76	6690
met2	0.344	0.47	565	19700
met5	0.0226	0.0019	-	82
Power and IR drop assume default switching activity.
